[/design/flow/constraint.sdc]
current_design lab04

set clk_period 4.1
set clk_io_pct 0.2

create_clock -name clk0 -period $clk_period

set non_clock_inputs [all_inputs -no_clocks]
set_input_delay [expr $clk_period * $clk_io_pct] -clock clk0 $non_clock_inputs
set_output_delay [expr $clk_period * $clk_io_pct] -clock clk0 [all_outputs]
[/design/flow/run.sh]
#!/bin/bash
# OpenROAD 26Q1-2900-gdf79404cd8, Yosys 0.63+post, stock flow scripts
make -C /OpenROAD-flow-scripts/flow DESIGN_CONFIG=/design/flow/config.mk WORK_HOME=/design/flow/orfs finish
[/design/flow/config.mk]
export PLATFORM = sky130hd
export DESIGN_NAME = lab04
export DESIGN_NICKNAME = lab04
export VERILOG_FILES = /design/flow/design.v
export SDC_FILE = /design/flow/constraint.sdc
export NUM_CORES = 4
export LEC_CHECK = 1
export CORE_AREA = 10 10 70 70
export DIE_AREA = 0 0 80 80
[/design/flow/design.v]
module add_arr (
	sum,
	c_out, 
	a, 
	b, 
	c_in);
output wire [3:0] sum;
output wire c_out;
input wire [3:0] a;
input wire [3:0] b; 
input wire c_in;
	wire [4:0] w_c;
	genvar i;
	assign w_c[0]=c_in;
	assign c_out=w_c[4];
generate
	for (i=0; i<4; i=i+1) 
	begin: array
		assign sum[i] = (a[i] ^ b[i]) ^ w_c[i];
		assign w_c[i+1] = (a[i] & b[i]) | ((a[i] ^ b[i]) & w_c[i]);
	end
endgenerate
endmodule
module add_add (
	sum,
	c_out, 
	a, 
	b, 
	c_in);
output wire [3:0] sum;
output wire c_out;
input wire [3:0] a;
input wire [3:0] b; 
input wire c_in;
	assign {c_out, sum} = a+b+c_in;
endmodule
module cmp_err (
sum_1,
c_1,
sum_2,
c_2,
sum,
c_out,
err
);
output wire [3:0] sum;
output wire c_out;
output wire err;
input wire [3:0] sum_1;
input wire [3:0] sum_2; 
input wire c_1;
input wire c_2;
assign err = ! ({c_1,sum_1}=={c_2,sum_2});
assign {c_out,sum} = err ? 0:{c_1,sum_1};
endmodule
module lab04 (
	sum,
	c_out, 
	err,
	a, 
	b, 
	c_in,
	interference
);
output wire [3:0] sum;
output wire c_out, err;
input wire [3:0] a;
input wire [3:0] b; 
input wire c_in;
input wire [3:0]interference;
wire [3:0] w_s1, w_s2;
wire w_c1, w_c2;
add_arr ADD_1 (.sum(w_s1), .c_out(w_c1), .a(a), .b(b), .c_in(c_in));
add_add ADD_2 (.sum(w_s2), .c_out(w_c2), .a(a), .b(b), .c_in(c_in));
cmp_err ERR (.sum_1(w_s1 | interference), .c_1(w_c1), .sum_2(w_s2), .c_2(w_c2), .sum(sum), .c_out(c_out), .err(err));
endmodule
==> run_results.csv <==
group,metric,value,unit
timing,setup_ws,-0.0509,ns
status,outcome,"finished with violations",
layout,fillers,380,
setup_path,critPathMaxFanout,2,
setup_path,worst-setup-path-type,"input pin to output port",
pwr,power_frac_clock,0,%
pwr,p_sw_share,38.3,%
timing,max_freq,0.241,GHz
layout,regArea,0,µm²
pwr,total_power,0.106,mW
timing,slew_headroom,78.5,%
global_routing,grt_pass1_vias,367,
timing,min_period,4.15,ns
pwr,power_frac_seq,0,%
detailed_routing,ant_nets,0,
detailed_routing,wl_per_cell,8.72,µm
global_routing,grt_max_degree,6,
layout,clkbuf_count,0,
timing,rsz0062_at_grt,"true",
min_path,hp-class,"input pin to output port",
floorplanning,pin_count,19,
timing,final.period_utilization,101,%
pwr,share_comb_of_total_power,100.0,%
layout,drive_above_1_share,53.2,%
pwr,leakage,0.290,nW
layout,logic_area,318,µm²
detailed_routing,via_per_inst,3.15,
floorplanning,die_w,80,µm
setup_path,cp-start-kind,"input pin",
detailed_routing,drt_iter0_drc,2,
logic_synthesis,ys_cells,35,
setup_path,cp.required,3.28,ns
floorplanning,core,0.00342,mm²
logic_synthesis,yosysTopAreaCell,"fa_1",
detailed_routing,first_pass_iters,2,
global_routing,antenna_found_initial,0,
placement,pre_cts_ws,-0.883,ns
logic_synthesis,synthesis.area,308,µm²
placement,gp_congestion,0.737,
timing,hold_viol_final,0,
pwr,power_density,170,mW/mm²
detailed_routing,drc,0,
timing,setup_viol,4,
layout,flop-count,0,
floorplanning,fp_util,9.01,%
clock_network,cts_hold_buffers,0,
run,warnings,34,
detailed_routing,n_antenna_cell,0,
logic_synthesis,syn_area_per_cell,8.79,µm²
logic_synthesis,yosysTopAreaCellShare,26.0,%
floorplanning,die-area,0.00640,mm²
setup_path,endpoint_kind,"output port",
layout,final_util,18.3,%
run,cap_violations,0,
detailed_routing,routed_wl,942,µm
logic_synthesis,ys_chip_area,308,µm²
timing,hold_ws,2.31,ns
logic_synthesis,synthDistinctLibCells,15,
pwr,peakVddDrop,0.0434,mV
logic_synthesis,synthCells,35,
timing,slew_violations,0,
layout,area_growth,103,%
timing,worst_pin_slew,0.320,ns
global_routing,overflow,0,
status,violations,"setup timing",
floorplanning,rows,21,
pwr,switching_power,0.0407,mW
logic_synthesis,ys_warn_count,0,
pwr,p_int,0.0655,mW
floorplanning,fp.dieH,80,µm
global_routing,grt_usage,2.83,%
placement,dp_cells,103,
logic_synthesis,ys_seq_share,0,%
logic_synthesis,topCellsByArea,"fa_1 (26%), and4bb_2 (12%), ha_1 (12%)",
detailed_routing,vias,340,
global_routing,grt_pass1_wl,1.53,mm
setup_path,arrival,3.33,ns
layout,stdcell_count,108,
placement,io_buffers,19,
-- layer usage --
| layer | part of all wire (%) | wire (µm) | vias to the layer above | GRT usage [%] |
|---|---|---|---|---|
| met5 | 0 | 0 | - | 0 |
| met4 | 0 | 0 | 0 | 0 |
| met3 | 15 | 141 | 0 | 1.48 |
| met2 | 46 | 433 | 11 | 4.90 |
| met1 | 39 | 367 | 158 | 3.21 |
| li1 | - | - | 171 | - |
-- layout by cell type (no fill, tap or decap), drive strengths merged --
cell / count
ha: 3
o2bb2ai: 1
dlygate4sd2: 2
and4bb: 3
clkbuf: 1
clkdlybuf4s50: 8
a21oi: 2
xnor2: 3
inv: 9
fa: 4
nand3b: 1
nor2: 3
nor4b: 2
a21o: 1
nand2b: 1
nor2b: 1
o22ai: 1
buf: 16
-- cells by family (layout without fill, tap and decap cells) --
kind of cell	count (synthesis)	count (layout)	share of synthesized area, %
and+or+nand+nor	11	11	30.5
buffers and inverters	9	36	11.0
adders and majority gates	7	7	38.2
AOI/OAI and AO/OA	5	5	11.8
xor gates and xnor gates	3	3	8.54
-- final timing paths --
path              from      to  slack (ns)  cells after the start
setup / recovery  a[0]  sum[1]       -0.05                     14
hold / removal    c_in  sum[0]        2.31                      5
-- critical path, stage by stage --
cell and delay (ns):
buf_6 0.09, fa_2 0.39, inv_2 0.06, fa_2 0.20
inv_2 0.04, fa_2 0.33, inv_2 0.06, fa_1 0.40
nor2b_4 0.15, xnor2_2 0.14, xnor2_2 0.14, buf_4 0.15
nor4b_2 0.25, buf_2 0.14
-- per-stage QoR --
step	cell area, µm²	TNS (ns)
floorplan	308	0
global placement	578	-4.67
detailed placement	578	-5.07
CTS	592	-0.378
global route	624	-0.645
finish	624	-0.111
-- power by group through the flow --
stage | logic (mW) | registers, mW | clock network (mW)
4_1_cts | 0.0974 | 0 | 0
5_1_grt | 0.118 | 0 | 0
6_report | 0.106 | 0 | 0
-- synthesized netlist by cell type (all sizes together) --
cell,instances
xnor2,3
nor2b,1
fa,4
and4bb,3
inv,9
o22ai,1
nor2,3
o2bb2ai,1
ha,3
nor4b,2
nand3b,1
a21o,1
nand2b,1
a21oi,2
-- timing repair --
action                     in CTS  in global routing
buffers inserted                2                  3
pin swaps                      11                  9
setup endpoints to repair       6                  6
gates resized                  43                  3
-- layout make-up --
type,instances,area share (%)
Inverter,9,5.41
Multi-Input combinational cell,26,50.9
Tap cell,46,9.22
Timing Repair Buffer,27,34.5
Power and IR drop assume default switching activity.
