==> flow/design.v <==
module memory
#(parameter DATA_WIDTH=4, parameter ADDR_WIDTH=4)
(
	input [(DATA_WIDTH-1):0] data,
	input [(ADDR_WIDTH-1):0] addr,
	input we, clk, reset,
	output [(DATA_WIDTH-1):0] q
);
	reg [DATA_WIDTH-1:0] ram[2**ADDR_WIDTH-1:0];
	reg [ADDR_WIDTH-1:0] addr_reg;
	always @ (posedge clk or negedge reset)
	begin		
		if (!reset) 
			addr_reg <= {ADDR_WIDTH{1'b0}};
		else
		begin
			addr_reg <= addr;
			if (we)
				ram[addr] <= data;
		end
	end
	assign q = ram[addr_reg];
endmodule
==> flow/run.sh <==
#!/bin/bash
# OpenROAD 26Q1-2900-gdf79404cd8, Yosys 0.63+post, stock flow scripts
make -C /OpenROAD-flow-scripts/flow DESIGN_CONFIG=/design/flow/config.mk WORK_HOME=/design/flow/orfs finish
==> flow/config.mk <==
export PLATFORM = sky130hd
export DESIGN_NAME = memory
export DESIGN_NICKNAME = memory
export VERILOG_FILES = /design/flow/design.v
export SDC_FILE = /design/flow/constraint.sdc
export NUM_CORES = 4
export LEC_CHECK = 1
export CORE_UTILIZATION = 30
==> flow/constraint.sdc <==
current_design memory

set clk_period 2.2
set clk_io_pct 0.2

create_clock -name clk0 -period $clk_period [get_ports {clk}]

set non_clock_inputs [all_inputs -no_clocks]
set_input_delay [expr $clk_period * $clk_io_pct] -clock clk0 $non_clock_inputs
set_output_delay [expr $clk_period * $clk_io_pct] -clock clk0 [all_outputs]
==> qor.yml <==
power:
  power_mw: 2.90
  p_leak_nw: 1.25
  power_density_nw_per_um2: 786
  peakVddDrop_mv: 0.364
worst_setup_path:
  cp-startpoint: "addr_reg[0]"
  critical_path_class: "reg -> out"
  worstPathMaxFanout: 5
  start_kind: "flip-flop"
  critical_path_required_ps: 1760
  end_kind: "output pin"
  crit_arrival_ps: 1900
logic_synthesis:
  synthArstFlopShare_pct: 5.88
  edf_count: 64
  synth.cell_area_um2: 2850
  yosys_warnings: 2
  ys_seq_share_pct: 71.0
  synth.avg_cell_area_um2: 14.4
  synth_cell_type_count: 38
  yosys-stat-area_um2: 2850
  ys.flops: 68
  yosys_cells: 198
  synthCells: 198
  synth_top_flop_cell: "edfxtp_1"
min_path:
  hold_class: "in -> async"
clock_network:
  htree_levels: 3
  ctsLongestPathBuffers: 2
  clock-sinks: 68
  cts_buffers: 9
  cts_tree: "done"
  cts_root_buf: "clkbuf_8"
  clk_pin_slew_ps: 70
  hold_buffers: 0
final_timing:
  maxSlewViolCount: 0
  holdWs_ps: 381
  fmax_mhz: 427
  timing_hold_violations_final: 0
  timing.final.ws_setup_ps: -140
  worst_pin_slew_ps: 706
  finalClockPeriodUsage_pct: 106
  rsz0062_at_grt: "yes"
  setup_violations: 4
  slew_headroom_pct: 52.8
  fin_tns_setup_ps: -399
  period_minus_slack_ps: 2340
global_route:
  grt_max_degree: 17
  grt.total_usage_pct: 14.3
  grt_pass1_vias: 1866
  grt_pass1_wl_um: 9980
  overflow: 0
  antenna_found_initial: 0
layout:
  largest_register_ffs: 64
  lay_top_count: "edfxtp_1"
  drive_gt1_share_pct: 33.6
  fill_cells: 802
  layout.cells.non_filler: 364
  most-common-layout-cells: "64 x edfxtp_1, 26 x nor2_1, 26 x buf_4, 10 x nand2_1, 10 x clkdlybuf4s50_1"
  area_growth_syn_to_layout_pct: 29.5
status:
  outcome: "complete, but fails checks"
  violations: "setup timing"
routing:
  wirelength_um: 6340
  antenna_left: 0
  vias: 1885
  num_antenna_cells: 0
  avgRoutedWirePerCell_um: 17.4
  drcViolationCount: 0
  avgViaCountPerCell: 5.18
  dr.pass1.iters: 4
  drt_iter0_markers: 109
run:
  warnings: 27
  drv_cap: 0
placement:
  placedCellCount: 335
  io_buffers: 14
  dpl_worst_slack_ps: -358
  dp_hpwl_um: 4250
  place_congestion: 0.947
floorplanning:
  die_y_um: 99.4
  fp-utilization_pct: 31.0
  core_um2: 9200
  die_area_um2: 9880
  io_pins: 15
  chipWidth_um: 99.4
  rows: 35
==> critical path: stages, from the launching register on <==
cell and delay [ps]:
dfrtp_2 460, buf_12 150, buf_6 110, mux2_4 310, a31o_4 220, o21ai_2 120, a21oi_2 70, buf_2 120
==> per-layer routing <==
metal  wire [um]  track usage, %  vias up
met1        2910            22.4      906
met2        2730            19.8       94
met3         543            6.08       18
li1            -               -      867
met4         164            2.94        0
met5           0               0        -
==> through the flow <==
stage | util, % | instance area [um2]
2_1_floorplan | - | 2850
3_5_place_dp | 34.7 | 3190
5_1_grt | 40.1 | 3680
3_3_place_gp | 34.7 | 3190
6_report | 40.1 | 3680
4_1_cts | 39.9 | 3670
==> power breakdown <==
| group | total, mW | internal (mW) | leakage, nW | switching, mW |
|---|---|---|---|---|
| logic | 0.235 | 0.113 | 0.517 | 0.122 |
| clock network | 1.22 | 0.754 | 0.117 | 0.461 |
| registers | 1.45 | 1.43 | 0.619 | 0.0118 |
| total | 2.90 | 2.30 | 1.25 | 0.595 |
==> area by class of cell <==
type | count | area [um2] | area share, %
multi-input combinational | 120 | 858 | 23.3
tap | 111 | 139 | 3.77
clock buffer | 10 | 128 | 3.46
sequential | 68 | 2030 | 55.0
inverter | 1 | 7.51 | 0.204
timing repair buffer | 48 | 414 | 11.2
clock inverter | 6 | 111 | 3.02
==> what timing repair did <==
item	in CTS	in global routing
pin swaps	19	5
endpoints found under the setup margin	4	4
resized	49	4
setup buffers	13	0
==> synth_stat cells, types with 2 or more instances <==
cell	number	share of area [%]
edfxtp_1	64	68
nor2_1	27	3.6
mux2i_1	10	3.5
nand2_1	10	1.3
a21oi_1	8	1.4
nand3_1	8	1.4
a22oi_1	7	1.8
nor3_1	6	1.1
a211oi_1	4	1.1
and2b_1	4	1.1
buf_6	4	1.6
dfrtp_1	4	3.5
nand2b_1	4	0.88
o21ai_0	4	0.70
a31oi_1	3	0.66
nor2b_1	3	0.66
a32o_1	2	0.70
buf_2	2	0.35
mux2_2	2	0.79
o21ai_1	2	0.35
o22ai_1	2	0.44
o2bb2ai_1	2	0.62
==> final timing paths <==
check / end / cells past startpoint
max in group asynchronous: addr_reg[3] / 2
hold / removal: addr_reg[0] / 2
min in group clk0: addr_reg[2] / 1
setup / recovery: q[1] / 7
==> cells by family (layout without fill, tap and decap cells) <==
family	after synthesis	count (layout)	synth area share (%)
AND-OR/OR-AND	39	39	9.54
flip-flops	68	68	71.0
buffers and inverters	10	65	3.30
AND/OR/NAND/NOR	69	69	11.8
multiplexers	12	12	4.31
No activity file was given, so power comes from the tool's default toggle rates.
