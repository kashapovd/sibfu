==> ./design.v <==
module lab06
#(parameter BIT = 4, OPCODE = 4)
(
   output reg [BIT-1:0] c,
	output reg flag,
	input [OPCODE-1:0] instr,
	input [BIT-1:0] a,
	input [BIT-1:0] b
);
parameter
NOP = 	4'b0000,
NOT = 	4'b0001,
LSHIFT = 4'b0010,
RSHIFT = 4'b0011,
NEG = 	4'b0100,  
LAND = 	4'b1001,
LOR = 	4'b1010,
ADD = 	4'b1011,
SUB = 	4'b1100,
XOR = 	4'B1101,
INC = 	4'B1110,
XNOR = 	4'B1111;
	always @ (*) 
		case (instr)
		NOP: {flag,c} = 0;
		NOT: {flag, c} = {1'b0, ~a};
		LSHIFT: {flag, c} = {a, 1'b0};
		RSHIFT: {c, flag} = {1'b0, a};		
		LAND: {flag, c} = {1'b0, a & b}; 
		LOR: {flag, c} = {1'b0, a | b};
		ADD: {flag, c} = a+b;
		SUB: {flag, c} = a-b;
		NEG: {flag, c} = {1'b0, -a};
		XOR: {flag, c} = {1'b0, a ^ b};
		INC: {flag, c} = a+1;
		XNOR: {flag, c} = {1'b0, ~(a ^ b)};
		default: {flag, c} = {BIT+1{1'b0}}; 
  endcase	
endmodule
==> ./run.sh <==
#!/bin/bash
# OpenROAD 26Q1-2900-gdf79404cd8, Yosys 0.63+post, stock flow scripts
make -C /OpenROAD-flow-scripts/flow DESIGN_CONFIG=/design/flow/config.mk WORK_HOME=/design/flow/orfs finish
==> ./config.mk <==
export PLATFORM = sky130hd
export DESIGN_NAME = lab06
export DESIGN_NICKNAME = lab06
export VERILOG_FILES = /design/flow/design.v
export SDC_FILE = /design/flow/constraint.sdc
export NUM_CORES = 4
export LEC_CHECK = 1
export CORE_AREA = 10 10 70 70
export DIE_AREA = 0 0 80 80
==> ./constraint.sdc <==
current_design lab06

set clk_period 3.1
set clk_io_pct 0.2

create_clock -name clk0 -period $clk_period

set non_clock_inputs [all_inputs -no_clocks]
set_input_delay [expr $clk_period * $clk_io_pct] -clock clk0 $non_clock_inputs
set_output_delay [expr $clk_period * $clk_io_pct] -clock clk0 [all_outputs]
==> reports/results.tsv <==
stage	metric	value	unit
run_status	run status	completed	
yosys	Post-synth top cells	sky130_fd_sc_hd__nand2_1, sky130_fd_sc_hd__ha_1, sky130_fd_sc_hd__inv_1	
routing	routed length on met3	257	um
flow_run	max-cap violation count	0	
sta	number of hold violations in the final report	0	
global_routing	via count of the first global-routing pass	1237	
worst_setup_path	Crit path top cell by count	sky130_fd_sc_hd__dlygate4sd2_1	
routing	via count	1226	
routing	WL met2	1.43	mm
worst_setup_path	cell chain of the critical path	dlygate4sd2_1, buf_6, ha_1, a21o_1, a21oi_2, mux2i_1, nand2_1, or3_1, dlygate4sd2_1	
worst_setup_path	required time at the endpoint of the critical path	2.48	ns
finish	fraction of layout instances using a drive strength above 1	43.2	%
sta	summed negative setup slack over all endpoints	0	ns
global_routing	global-route wire length before repair	5.69	mm
routing	detailed-routing wirelength on met1	1.52	mm
worst_setup_path	endpoint class of the critical path	output pin	
yosys	sequential area share after synthesis	0	%
finish	number of clock buffer instances in the layout	0	
sta	worst hold margin	1.87	ns
yosys	dominant cells by area after synthesis	sky130_fd_sc_hd__ha_1, sky130_fd_sc_hd__nand2_1, sky130_fd_sc_hd__buf_6	
worst_setup_path	Startpoint Class	primary input	
placed_design	total half-perimeter wirelength after legalization and detailed placement	2.46	mm
routing	violation count after the first detailed-routing iteration	82	
global_routing	initial antenna violation count	0	
pwr	worst vdd rail ir drop	0.0000541	V
yosys	count leader, synth	sky130_fd_sc_hd__nand2_1	
routing	number of detailed-route iterations in the first pass	4	
pwr	static power due to leakage	0.758	nW
sta	count of final setup violators	0	
finish	final design utilization	46.2	%
routing	total DRC errors in the routed layout	0	
floorplanning	Core Region	0.00342	mm2
sta	unrepaired setup endpoints after global routing	true	
routing	remaining antenna violation count	0	
floorplanning	total die size	0.00640	mm2
floorplanning	Initial Utilization	29.2	%
routing	total wirelength of the detailed-routed design	3.28	mm
yosys	summed standard-cell area reported by yosys	997	um2
floorplanning	width of the die	80	um
min_path	worst min path class	primary input to output pin	
placed_design	weighted congestion reported at the end of routability-driven placement	1.04	
sta	actual slew at the worst max-slew pin	0.290	ns
yosys	yosys stat cell total	141	
routing	highest routed layer	met4	
flow_run	number of warnings in the stage logs	43	
pwr	power density over the cells	142	mW/mm2
floorplanning	number of rows created at floorplan	21	
sta	final max-slew violation count	0	
finish	signed area change from the synthesized netlist to the final layout	58.2	%
cts	hold-fix buffers at CTS	0	
finish	Seq Cell Count	0	
global_routing	global-route usage over all layers	10.4	%
sta	Worst slew margin	80.7	%
routing	routed length per instance	13.9	um
sta	final critical delay including setup and external delays	3.06	ns
global_routing	GRT overflow	0	
floorplanning	I/O pin cnt	17	
placed_design	total placed instance area	0.00141	mm2
yosys	synthesized instance count	141	
yosys	post-synth top area share	17.6	%
finish	area occupied by registers	0	um2
finish	final non-filler cell area	0.00158	mm2
floorplanning	Die Span Y	80	um
yosys	Netlist Area Pre-Place	997	um2
worst_setup_path	category of the critical setup timing path	primary input to output pin	
worst_setup_path	data arrival time of the critical path	2.44	ns
routing	per-cell via count in the routed design	5.19	
worst_setup_path	crit-path max FO	5	
placed_design	port buffer count	17	
worst_setup_path	Critical-path top delay cell	sky130_fd_sc_hd__or3_1	
sta	upper clock frequency limit	327	MHz
yosys	library cell occupying the most area in the post-synthesis netlist	sky130_fd_sc_hd__ha_1	
yosys	Syn Area/Cell	7.07	um2
yosys	synthesis warning total	1	
worst_setup_path	worst stage delay on the critical path	0.35	ns
yosys	tally of unique sky130hd cells used after synthesis	45	
routing	antenna cell count	0	
sta	share of the cycle needed by the critical path after routing	98.6	%
finish	final-layout fill cell count	336	
global_routing	maximum number of pins on one net before global-route repair	15	
[cell families after synthesis]
family | synth area share (%)
compound gates | 26.6
xor+xnor | 2.64
fa+ha+maj | 21.6
buf+inv | 15.7
mux | 5.14
simple gates | 28.4
[worst max-delay path: cells and delay by family]
family | cells | cell delay (ns)
AND-OR/OR-AND | 2 | 0.34
adder cells (fa/ha/maj) | 1 | 0.22
buffers and inverters | 3 | 0.65
multiplexers | 1 | 0.20
AND/OR/NAND/NOR | 2 | 0.41
[where the power goes]
part           leakage, nW  total [mW]  switching [mW]  internal (mW)
Sequential               0           0               0              0
Combinational        0.758       0.224           0.106          0.118
Clock                    0           0               0              0
[metrics by stage]
| step | instances | power, mW | setup slack [ns] |
|---|---|---|---|
| floorplan | 141 | 0.107 | 0.499 |
| CTS | 234 | 0.213 | -0.0196 |
| detailed placement | 230 | 0.195 | -0.528 |
| global placement | 230 | 0.194 | -0.522 |
| global route | 236 | 0.244 | -0.0661 |
| finish | 236 | 0.224 | 0.0424 |
[layout make-up]
cell class	instances	area (um2)	share of cell area [%]
inverter	14	52.6	3.33
multi-input combinational	116	962	61.0
tap	46	57.6	3.65
timing repair buffer	60	505	32.0
[path summary, 6_finish.rpt]
kind	start	to	slack, ns	cells past startpoint
worst max-delay path	a[1]	c[3]	0.04	9
worst min-delay path	instr[1]	flag	1.87	5
[layout by cell type (no fill, tap or decap), types with 2 or more instances in the layout]
cell,count
sky130_fd_sc_hd__mux2i_1,4
sky130_fd_sc_hd__buf_4,38
sky130_fd_sc_hd__a21oi_1,4
sky130_fd_sc_hd__a21oi_2,5
sky130_fd_sc_hd__clkbuf_2,2
sky130_fd_sc_hd__ha_4,5
sky130_fd_sc_hd__nor2b_2,2
sky130_fd_sc_hd__buf_6,4
sky130_fd_sc_hd__nor4_1,4
sky130_fd_sc_hd__ha_1,8
sky130_fd_sc_hd__a31oi_1,2
sky130_fd_sc_hd__fa_2,2
sky130_fd_sc_hd__nand2_1,16
sky130_fd_sc_hd__nand3_1,6
sky130_fd_sc_hd__nor3_1,2
sky130_fd_sc_hd__o21ai_1,2
sky130_fd_sc_hd__inv_2,8
sky130_fd_sc_hd__nor2_1,11
sky130_fd_sc_hd__dlygate4sd2_1,6
sky130_fd_sc_hd__inv_1,6
sky130_fd_sc_hd__and3_1,3
sky130_fd_sc_hd__o2111ai_1,2
sky130_fd_sc_hd__nor3_2,2
sky130_fd_sc_hd__o22ai_1,2
sky130_fd_sc_hd__o221ai_1,2
sky130_fd_sc_hd__xor2_1,2
sky130_fd_sc_hd__o21ai_0,5
sky130_fd_sc_hd__dlymetal6s2s_1,3
sky130_fd_sc_hd__clkdlybuf4s50_1,4
sky130_fd_sc_hd__nand2b_1,2
[layer usage]
layer | global-route usage [%] | vias up
met4 | 2.82 | 0
met3 | 1.82 | 8
met1 | 14.2 | 564
li1 | - | 609
met2 | 16.4 | 45
met5 | 0 | -
[timing repair]
action | in CTS | in global routing
buffers inserted | 4 | 2
pin swaps | 7 | 8
endpoints found under the setup margin | 5 | 5
resized | 33 | 19
No activity file was given, so power comes from the tool's default toggle rates.
